File: design/flow/config.mk
export PLATFORM = sky130hd
export DESIGN_NAME = fifo_synch
export DESIGN_NICKNAME = fifo_synch
export VERILOG_FILES = /design/flow/design.v
export SDC_FILE = /design/flow/constraint.sdc
export NUM_CORES = 4
export LEC_CHECK = 1
export CORE_UTILIZATION = 40
File: design/flow/design.v
module fifo_mem #
(
    parameter DATA_WIDTH = 8,               
    parameter PTR_WIDTH  = 3,               
    parameter FIFO_DEPTH = 2 ** PTR_WIDTH   
)
(
  input                       i_clk,
  input                       i_rst, 
  input                       i_wr_en,
  input  [(DATA_WIDTH-1):0]   i_data,
  output                      o_fifo_full,
  output [(PTR_WIDTH-1):0]    o_wr_ptr_gray,
  output [(DATA_WIDTH-1):0]   o_data,
  input  [(PTR_WIDTH-1):0]    i_rd_ptr_gray,
  input  [(PTR_WIDTH-1):0]    i_rd_ptr_gray_clk_b
);
    integer i;
    reg [DATA_WIDTH-1:0] m_mem [0:FIFO_DEPTH-1];
    reg [(PTR_WIDTH-1):0] r_wr_ptr_bin;
    reg [(PTR_WIDTH-1):0] r_wr_ptr_gray;
    wire [(PTR_WIDTH-1):0] rd_ptr_bin;
    wire [(PTR_WIDTH-1):0] wr_ptr_bin_inc;
    wire [(PTR_WIDTH-1):0] wr_ptr_gray_inc;
    assign wr_ptr_bin_inc = r_wr_ptr_bin + 1;
    assign wr_ptr_gray_inc = (wr_ptr_bin_inc) ^ ((wr_ptr_bin_inc) >> 1);
    always @(posedge i_clk or negedge i_rst) 
    begin
        if (!i_rst) 
            begin
                for (i = 0; i < FIFO_DEPTH ; i = i +1 ) 
                    m_mem[i] <= {DATA_WIDTH{1'b0}};
                r_wr_ptr_bin <= {PTR_WIDTH{1'b0}};
                r_wr_ptr_gray <= {PTR_WIDTH{1'b0}};
            end 
                else if (i_wr_en && !o_fifo_full) 
            begin
                m_mem[r_wr_ptr_gray] <= i_data;
                r_wr_ptr_bin <= wr_ptr_bin_inc;
                r_wr_ptr_gray <= wr_ptr_gray_inc;  
            end
    end
    assign o_data = m_mem[i_rd_ptr_gray_clk_b];
    assign o_fifo_full = (wr_ptr_gray_inc == i_rd_ptr_gray);  
    assign o_wr_ptr_gray = r_wr_ptr_gray;                             
endmodule
module fifo_reader #
(
  parameter DATA_WIDTH = 1,
  parameter PTR_WIDTH  = 3               
)
(
  input                       i_clk,
  input                       i_rst,  
  input  [(PTR_WIDTH-1):0]    i_wr_ptr_gray,
  input  [(DATA_WIDTH-1):0]   i_data,
  output [(PTR_WIDTH-1):0]    o_rd_ptr_gray,
  output                      o_valid,
  input                       i_ready,
  output  [(DATA_WIDTH-1):0]  o_data
);
 parameter FSM_A_SIZE = 2;  
 localparam BUSY          = 2'd0;  
 localparam VALID         = 2'd1;  
 localparam READ_F        = 2'd2;  
 localparam EMPTY_F       = 2'd3;  
 reg [(FSM_A_SIZE-1):0] r_state;
 reg [(FSM_A_SIZE-1):0] next_state;
 reg [(PTR_WIDTH-1):0] r_rd_ptr_bin;
 reg [(PTR_WIDTH-1):0] r_rd_ptr_gray; 
 reg  [(DATA_WIDTH-1):0] r_data;
 reg                     r_valid;
 wire fifo_empty;
 wire [(PTR_WIDTH-1):0] rd_ptr_bin_inc;
 wire [(PTR_WIDTH-1):0] rd_ptr_gray_inc;
 assign rd_ptr_bin_inc = r_rd_ptr_bin + 1;
 assign rd_ptr_gray_inc = (rd_ptr_bin_inc) ^ ((rd_ptr_bin_inc) >> 1);
  always @ (*) 
    begin: FSM_COMBO
        case (r_state)
           BUSY: 
           begin
            next_state = VALID;
            if (fifo_empty)
                begin
                    next_state = EMPTY_F;
                end
           end     
           VALID: 
           begin
            next_state = VALID;
            if (fifo_empty)
                begin
                    next_state = EMPTY_F;
                end
            else if (i_ready & o_valid)
                begin
                    next_state = READ_F;
                end 
           end     
           READ_F: 
           begin
            next_state = BUSY;
            if (fifo_empty)
                begin
                    next_state = EMPTY_F;
                end 
           end
           EMPTY_F: 
           begin
            next_state = VALID;
            if (fifo_empty)
                begin
                    next_state = EMPTY_F;
                end
           end     
           default: 
           begin
            next_state = BUSY;
           end
        endcase
    end
   always @(posedge i_clk or negedge i_rst)
   begin: FSM_SEQ
    if (!i_rst)
        begin
            r_state <= BUSY;
        end    
    else
        begin 
            r_state <= next_state;
        end
   end 
   always @(posedge i_clk or negedge i_rst)
   begin: OUTPUT_LOGIC
    if (!i_rst)
        begin
            r_rd_ptr_bin <= 0;
            r_rd_ptr_gray <= 0;
            r_data <= {DATA_WIDTH{1'b0}};
            r_valid <= 1'b0;
        end    
    else
        begin
           case (next_state)
                      BUSY: 
                      begin  
                        r_rd_ptr_bin <= r_rd_ptr_bin;
                        r_rd_ptr_gray <= r_rd_ptr_gray;
                        r_data  <= r_data;
                        r_valid <= 1'b0;
                      end
                      VALID: 
                      begin  
                        r_rd_ptr_bin <= r_rd_ptr_bin;
                        r_rd_ptr_gray <= r_rd_ptr_gray;
                        r_data  <= i_data;
                        r_valid <= 1'b1;
                      end
                      READ_F: 
                      begin 
                        r_rd_ptr_bin <= rd_ptr_bin_inc;
                        r_rd_ptr_gray <= rd_ptr_gray_inc;
                        r_data  <= r_data;
                        r_valid <= 1'b0;
                      end
                      EMPTY_F: 
                      begin  
                        r_rd_ptr_bin <= r_rd_ptr_bin;
                        r_rd_ptr_gray <= r_rd_ptr_gray;
                        r_data  <= r_data;
                        r_valid <= 1'b0;
                      end
                      default: 
                      begin
                        r_rd_ptr_bin <= r_rd_ptr_bin;
                        r_rd_ptr_gray <= r_rd_ptr_gray;
                        r_data  <= r_data;
                        r_valid <= 1'b0;
                      end
                   endcase
        end
     end
 assign fifo_empty = (r_rd_ptr_gray == i_wr_ptr_gray);
 assign o_rd_ptr_gray = r_rd_ptr_gray;
 assign o_valid = r_valid;
 assign o_data  = r_data;
endmodule
module fifo_synch #
(
    parameter SYNCH_FF_LENGHT = 2,
    parameter DATA_WIDTH      = 8,         
    parameter PTR_WIDTH       = 3         
)
(
    input                       i_rst,     
    input                       i_clk_a,
    input                       i_valid_clk_a,
    output                      o_ready_clk_a,
    input  [DATA_WIDTH-1:0]     i_data_clk_a,
    input                       i_clk_b,
    output                      o_valid_clk_b,
    input                       i_ready_clk_b,
    output [DATA_WIDTH-1:0]     o_data_clk_b
);
wire                        wr_en;
wire [(DATA_WIDTH-1):0]     data_i;
wire                        fifo_full;
wire [(DATA_WIDTH-1):0]     data_o;
wire [(PTR_WIDTH-1):0]      wr_ptr_gray_clk_a;
wire [(PTR_WIDTH-1):0]      rd_ptr_gray_clk_b;
fifo_writer #
(
  .DATA_WIDTH (DATA_WIDTH)
)
fifo_writer_a
(
  .i_clk (i_clk_a),
  .i_rst (r_local_rst_a_sync),
  .i_valid   (i_valid_clk_a),
  .o_ready   (o_ready_clk_a),
  .i_data    (i_data_clk_a),
  .o_wr_en     (wr_en),
  .o_data      (data_i),
  .i_fifo_full (fifo_full)
);
fifo_mem #
(
    .DATA_WIDTH (DATA_WIDTH),         
    .PTR_WIDTH  (PTR_WIDTH)
)
fifo_mem_i
(
  .i_clk               (i_clk_a),
  .i_rst               (r_local_rst_a_sync), 
  .i_wr_en             (wr_en),
  .i_data              (data_i),
  .o_fifo_full         (fifo_full),
  .o_wr_ptr_gray       (wr_ptr_gray_clk_a),
  .o_data              (data_o),
  .i_rd_ptr_gray       (rd_ptr_gray_clk_a_synch), 
  .i_rd_ptr_gray_clk_b (rd_ptr_gray_clk_b)
);
fifo_reader #
(
  .DATA_WIDTH     (DATA_WIDTH),
  .PTR_WIDTH      (PTR_WIDTH) 
)
fifo_reader_b
(
  .i_clk          (i_clk_b),
  .i_rst          (r_local_rst_b_sync),  
  .i_wr_ptr_gray  (wr_ptr_gray_clk_b_synch),
  .i_data         (data_o),
  .o_rd_ptr_gray  (rd_ptr_gray_clk_b),
  .o_valid        (o_valid_clk_b),
  .i_ready        (i_ready_clk_b),
  .o_data         (o_data_clk_b)
);
reg [(PTR_WIDTH-1):0]  wr_ptr_gray_clk_ff1;
reg [(PTR_WIDTH-1):0]  wr_ptr_gray_clk_ff2;
wire [(PTR_WIDTH-1):0] wr_ptr_gray_clk_b_synch;
assign wr_ptr_gray_clk_b_synch = wr_ptr_gray_clk_ff2;
always @(posedge i_clk_b or negedge r_local_rst_b_sync) begin
  if (!r_local_rst_b_sync) begin
    wr_ptr_gray_clk_ff1 <= {(PTR_WIDTH){1'b0}};
    wr_ptr_gray_clk_ff2 <= {(PTR_WIDTH){1'b0}};
  end else begin
    wr_ptr_gray_clk_ff1 <= wr_ptr_gray_clk_a;
    wr_ptr_gray_clk_ff2 <= wr_ptr_gray_clk_ff1;
  end
end
reg [(PTR_WIDTH-1):0]  rd_ptr_gray_clk_ff1;
reg [(PTR_WIDTH-1):0]  rd_ptr_gray_clk_ff2;
wire [(PTR_WIDTH-1):0] rd_ptr_gray_clk_a_synch;
assign rd_ptr_gray_clk_a_synch = rd_ptr_gray_clk_ff2;
always @(posedge i_clk_a or negedge r_local_rst_a_sync) begin
  if (!r_local_rst_a_sync) begin
    rd_ptr_gray_clk_ff1 <= {(PTR_WIDTH){1'b0}};
    rd_ptr_gray_clk_ff2 <= {(PTR_WIDTH){1'b0}};
  end else begin
    rd_ptr_gray_clk_ff1 <= rd_ptr_gray_clk_b;
    rd_ptr_gray_clk_ff2 <= rd_ptr_gray_clk_ff1;
  end
end
  reg r_local_rst_a_ff1, r_local_rst_a_ff2;
  reg r_local_rst_b_ff1, r_local_rst_b_ff2;
  wire r_local_rst_a_sync;
  wire r_local_rst_b_sync;
  assign r_local_rst_a_sync = r_local_rst_a_ff2;
  assign r_local_rst_b_sync = r_local_rst_b_ff2;
  always @(posedge i_clk_a or negedge i_rst) begin
    if (!i_rst) begin
      r_local_rst_a_ff1 <= 1'b0;
      r_local_rst_a_ff2 <= 1'b0;
    end else begin
      r_local_rst_a_ff1 <= 1'b1;
      r_local_rst_a_ff2 <= r_local_rst_a_ff1;
    end
  end
  always @(posedge i_clk_b or negedge i_rst) begin
    if (!i_rst) begin
      r_local_rst_b_ff1 <= 1'b0;
      r_local_rst_b_ff2 <= 1'b0;
    end else begin
      r_local_rst_b_ff1 <= 1'b1;
      r_local_rst_b_ff2 <= r_local_rst_b_ff1;
    end
  end
endmodule
module fifo_writer #
(
  parameter DATA_WIDTH = 1
)
(
  input                       i_clk,
  input                       i_rst,  
  input                       i_valid,
  output                      o_ready,
  input  [(DATA_WIDTH-1):0]   i_data,
  output                      o_wr_en,
  output [(DATA_WIDTH-1):0]   o_data,
  input                       i_fifo_full
);
 parameter  FSM_A_SIZE = 2;  
 localparam BUSY       = 2'd0;  
 localparam READY      = 2'd1;  
 localparam WRITE_F    = 2'd2;  
 localparam FULL_F     = 2'd3;  
 reg [(FSM_A_SIZE-1):0] r_state;
 reg [(FSM_A_SIZE-1):0] next_state;
 reg  r_wr_en;
 reg  r_ready;
 reg [(DATA_WIDTH-1):0] r_data;
  always @ (*) 
    begin: FSM_COMBO
        case (r_state)
           BUSY: 
           begin
            next_state = READY;
            if (i_fifo_full)
                begin
                    next_state = FULL_F;
                end 
           end
           READY: 
           begin
            next_state = READY;
            if (i_fifo_full)
                begin
                    next_state = FULL_F;
                end
            else if (i_valid & o_ready)
                begin
                    next_state = WRITE_F;
                end    
           end
           WRITE_F: 
           begin
            next_state = BUSY;
            if (i_fifo_full)
                begin
                    next_state = FULL_F;
                end   
           end
           FULL_F: 
           begin
            next_state = READY;
            if (i_fifo_full)
                begin
                    next_state = FULL_F;
                end
           end
           default: 
           begin
            next_state = BUSY;
           end
        endcase
    end
   always @(posedge i_clk or negedge i_rst)
   begin: FSM_SEQ
    if (!i_rst)
        begin
            r_state <= BUSY;
        end    
    else
        begin 
            r_state <= next_state;
        end
   end 
   always @(posedge i_clk or negedge i_rst)
   begin: OUTPUT_LOGIC
    if (!i_rst)
        begin
            r_wr_en <= 1'b0;
            r_data  <= {DATA_WIDTH{1'b0}};
            r_ready <= 1'b0;
        end    
    else
        begin
           case (next_state)
                      BUSY: 
                      begin  
                        r_wr_en <= 1'b0;
                        r_data  <= {DATA_WIDTH{1'b0}};
                        r_ready <= 1'b0;
                      end
                      READY: 
                      begin  
                        r_wr_en <= 1'b0;
                        r_data  <= {DATA_WIDTH{1'b0}};
                        r_ready <= 1'b1;
                      end
                      WRITE_F: 
                      begin  
                        r_wr_en <= 1'b1;
                        r_data  <= i_data;
                        r_ready <= 1'b0;
                      end
                      FULL_F: 
                      begin  
                        r_wr_en <= 1'b0;
                        r_data  <= {DATA_WIDTH{1'b0}};
                        r_ready <= 1'b0;
                      end
                      default: 
                      begin
                        r_wr_en <= 1'b0;
                        r_data  <= {DATA_WIDTH{1'b0}};
                        r_ready <= 1'b0;
                      end
                   endcase
        end
     end
 assign o_ready  = r_ready;
 assign o_wr_en  = r_wr_en;
 assign o_data   = r_data;
endmodule
File: design/flow/run.sh
#!/bin/bash
# OpenROAD 26Q1-2900-gdf79404cd8, Yosys 0.63+post, stock flow scripts
make -C /OpenROAD-flow-scripts/flow DESIGN_CONFIG=/design/flow/config.mk WORK_HOME=/design/flow/orfs finish
File: design/flow/constraint.sdc
current_design fifo_synch

set clk_period 5.5
set clk_io_pct 0.2

create_clock -name clk0 -period $clk_period [get_ports {i_clk_a}]
create_clock -name clk1 -period $clk_period [get_ports {i_clk_b}]

set non_clock_inputs [all_inputs -no_clocks]
set_input_delay [expr $clk_period * $clk_io_pct] -clock clk0 $non_clock_inputs
set_output_delay [expr $clk_period * $clk_io_pct] -clock clk0 [all_outputs]
==> deck_impl_summary.md <==
Synthesis and Place & Route Summary

Global routing
  • Initial antenna violation count: 0
  • Largest net degree at the start of global routing: between 50 and 60
  • GR Util All Layers: about 17%
  • Global route overflow: 0
  • First-pass GRT wire length: 15,200 um
  • Vias in the first global route: 2,644

Worst hold path
  • Hold crit path type: reg2async

Power
  • Static leakage: roughly 2.7 nW
  • P per Cell Area: slightly below 500 nW/um2
  • Clock power frac: just over 30%
  • Sw Ratio: between 30 and 40%
  • Psw: 0.950 mW
  • Seq pwr share: 38.8%
  • Gate power share: 30.6%
  • Peak VDD IR: 215 uV
  • Pint: about 1.9 mW

Synthesis
  • Netlist cell types: 36
  • # Cells Yosys: between 300 and 400
  • Post-synth seq share: a little under 60%
  • Yosys warns: 5
  • Asr flop ratio synth: ~100%
  • Area reported by Yosys stat: a little under 5000 um2
  • Cells after Synth: between 300 and 400
  • Mapped cell area: approximately 5000 um2
  • EDFF count, synth: 0
  • Syn avg cell area: between 15 and 20 um2
  • Top_reg_cell synth: dfrtp_1
  • Synth flops: between 100 and 150

Setup path
  • Worst Path Arrival: around 3.0 ns
  • Critical path launch point: fifo_mem_i.r_wr_ptr_bin[0]
  • Flop-to-flop setup slack: approximately 2.7 ns
  • CP peak stage delay: 0.73 ns
  • Reg2reg start: fifo_mem_i.r_wr_ptr_bin[0]
  • Critical path class: reg2reg
  • Worst setup EP type: register
  • Worst path required time: ~5.7 ns
  • RR Endpoint: fifo_mem_i.m_mem[5][5]
  • Critical Path Source Type: register
  • Reg2Reg Depth: 6
  • Critical Path Fanout Max: 10
  • Slowest-stage cell, CP: a2111oi_4
  • Critical-path cell list: ha_1, xnor3_1, xor2_2, buf_4, a2111oi_4, mux2_2

Final timing
  • Worst setup margin: 2.72 ns
  • Setup TNS: 0 ns
  • Rel. slew slack: about half
  • Final tally of setup violations: 0
  • Pins Over Slew Limit: 0
  • Slew @ Worst Pin: between 0.7 and 0.8 ns
  • Unrepaired setup endpoints after global routing: no
  • Worst clock skew: between 0.008 and 0.009 ns
  • Final Hold Viols: 0

Route
  • Initial DRC count: between 100 and 150
  • Diodes inserted: 0
  • DRC Markers: 0
  • Routed Antenna Nets: 0
  • Final wirelength: 9250 um
  • Average vias per placed instance: 5.18
  • Vias: roughly 2,500
  • Met3 wire length: around 660 um
  • Top Layer Used: met4
  • Drt pass-1 iters: 4
  • DR WL/cell: between 15 and 20 um
  • Met2 WL: roughly 4100 um
  • Routed length on met1: ~4300 um

Cells and area
  • Logic area: between 1500 and 2000 um2
  • Area Overhead vs Synth: 16.7%
  • Cell area after layout: 5750 um2
  • FILL cells: between 1,000 and 1,500
  • Layout cells sized above 1: 40.8%
  • Register area: 2930 um2

CTS
  • CTS Hold Buffers Added: 0
  • Post-cts resize count: 0
  • CTS tree: yes
  • Clock Pin Slew Worst Setup and Hold Paths: approximately 0.08 ns
  • Post-CTS Setup Repair Bufs: 0
  • Clock sink count: between 100 and 150

Run
  • Max Cap Viol: 0
  • Tool warnings: 26

Floorplan
  • I/O pin count: 23
  • Chip area: between 10,000 and 15,000 um2
  • Core area: ~12,000 um2
  • Die height: roughly 110 um
  • Fp util: 41.0%
  • Die width: roughly 110 um
  • Site Rows: 40

Placement
  • Area after DPL: approximately 5300 um2
  • GP Congestion: about 0.75
  • Port Buffers: 21
  • Dpl ws: ~2.6 ns
  • Hpwl dp: approximately 5600 um

Status
  • Status: complete, no violations
==> worst max-delay path: cells and delay by family, from the launching register on <==
kind / cells / cell delay, ns
compound gates: 1 / 0.73
xor+xnor: 2 / 0.58
flops: 1 / 0.44
mux: 1 / 0.41
fa+ha+maj: 1 / 0.28
buf+inv: 1 / 0.22
==> area by class of cell <==
class | instances | area share [%]
clock buffer | 13 | 5.28
tap | 147 | 3.20
multi-input combinational | 170 | 33.4
inverter | 5 | 0.326
clock inverter | 7 | 2.07
timing repair buffer | 29 | 4.70
sequential | 117 | 51.0
==> power groups by stage <==
stage     registers (mW)  clock network (mW)  logic [mW]
4_1_cts             1.11               0.898       0.880
5_1_grt             1.12               0.930       0.951
6_report            1.10               0.872       0.870
==> worst max path at each step <==
stage / endpoint / cells past startpoint / slack, ns
CTS: fifo_mem_i.m_mem[4][1] / 6 / 2.70
global route: fifo_mem_i.m_mem[5][1] / 6 / 2.58
finish: fifo_mem_i.m_mem[5][5] / 6 / 2.72
==> cell usage in the layout, fill, tap and decap left out, types with 4 or more instances in the layout <==
| cell type | instances |
|---|---|
| nor2_1 | 7 |
| clkbuf_16 | 12 |
| inv_1 | 5 |
| clkdlybuf4s50_1 | 21 |
| nand2_1 | 8 |
| and2_1 | 10 |
| xnor2_1 | 5 |
| nand3_1 | 4 |
| a211oi_4 | 4 |
| dfrtp_1 | 114 |
| mux4_2 | 16 |
| buf_4 | 8 |
| mux2_2 | 82 |
| xor2_1 | 6 |
==> flip-flops by register name, indices dropped and copies added (netlist names), 3 cells and up <==
signal                      count
fifo_mem_i.m_mem               64
fifo_mem_i.r_wr_ptr_gray        3
fifo_reader_b.r_data            8
fifo_reader_b.r_rd_ptr_bin      3
fifo_reader_b.r_state           4
fifo_writer_a.r_data            8
fifo_writer_a.r_state           4
rd_ptr_gray_clk_ff1             3
rd_ptr_gray_clk_ff2             3
wr_ptr_gray_clk_ff1             3
wr_ptr_gray_clk_ff2             3
==> cell usage after synthesis, drive strengths merged (3+ instances only) <==
cell / number / area share [%]
a2111oi: 3 / 1.7
a211oi: 5 / 1.8
a21oi: 4 / 0.56
and2: 10 / 1.3
buf: 7 / 0.99
clkbuf: 3 / 0.23
dfrtp: 115 / 58
inv: 5 / 0.38
mux2: 82 / 19
mux4: 16 / 7.3
nand2: 8 / 0.61
nand3: 4 / 0.41
nor2: 7 / 0.53
xnor2: 5 / 0.89
xor2: 7 / 1.4
==> logic make-up (layout without fill, tap and decap cells) <==
| family | count (synthesis) | count (layout) | share of synthesized area [%] |
|---|---|---|---|
| adder cells (fa/ha/maj) | 2 | 2 | 0.508 |
| AND/OR/NAND/NOR | 33 | 33 | 3.38 |
| multiplexers | 100 | 100 | 26.4 |
| XOR/XNOR | 15 | 15 | 3.68 |
| flip-flops | 117 | 117 | 59.4 |
| buffers and inverters | 15 | 54 | 1.60 |
| other | 1 | 2 | 0.0761 |
| AND-OR/OR-AND | 18 | 18 | 4.87 |
==> metrics by stage <==
stage | instances | util [%] | hold slack (ns) | total power [mW]
after global placement | 468 | 44.4 | 0.246 | 1.98
after CTS | 488 | 47.9 | 0.251 | 2.88
after floorplan | 302 | - | 0.306 | 1.82
after global routing | 488 | 47.9 | 0.283 | 3.00
after detailed placement | 468 | 44.4 | 0.246 | 2.00
final | 488 | 47.9 | 0.231 | 2.85
==> layer usage <==
layer  GRT usage, %  up-vias
li1               -     1155
met1           27.3     1301
met2           22.7       60
met3           6.28       14
met4           3.07        0
met5              0        -
Power is estimated from default activity; no workload was simulated.
