**./config.mk**
```make
export PLATFORM = sky130hd
export DESIGN_NAME = my_synchronizer_CDC
export DESIGN_NICKNAME = my_synchronizer_CDC
export VERILOG_FILES = /design/flow/design.v
export SDC_FILE = /design/flow/constraint.sdc
export NUM_CORES = 4
export LEC_CHECK = 1
export CORE_AREA = 10 10 70 70
export DIE_AREA = 0 0 80 80
```
**./constraint.sdc**
```tcl
current_design my_synchronizer_CDC

set clk_period 1.2
set clk_io_pct 0.2

create_clock -name clk0 -period $clk_period [get_ports {i_clk_a}]
create_clock -name clk1 -period $clk_period [get_ports {i_clk_b}]

set non_clock_inputs [all_inputs -no_clocks]
set_input_delay [expr $clk_period * $clk_io_pct] -clock clk0 $non_clock_inputs
set_output_delay [expr $clk_period * $clk_io_pct] -clock clk0 [all_outputs]
```
**./design.v**
```verilog
module my_synchronizer_CDC #
(
)
(
  input                       i_clk_a,
  input                       i_rst_a,  
  input                       i_clk_b,
  input                       i_rst_b,  
  input                       i_data_clk_a,   
  output                      o_data_clk_b,
  output                      o_next_data_clk_a
);
 reg   r_data_clk_a;
 reg   r_data_clk_b;
 reg   r_data_clk_b_sync;
 reg   r_req_toggle_clk_a;     
 reg   r_req_toggle_sync1;     
 reg   r_req_toggle_sync2;     
 reg   r_req_toggle_b;         
 reg   r_ack_toggle_clk_b;     
 reg   r_ack_toggle_sync1;     
 reg   r_ack_toggle_sync2;     
 reg   r_ack_toggle_a;         
 wire  w_req_toggle_changed;   
 wire  w_ack_match_req;        
 always @(posedge i_clk_a or negedge i_rst_a)
  begin
    if (!i_rst_a)
        r_data_clk_a <= 1'b0;
    else if (o_next_data_clk_a)   
        r_data_clk_a <= i_data_clk_a; 
  end
 always @(posedge i_clk_a or negedge i_rst_a)
  begin
    if (!i_rst_a)
        r_req_toggle_clk_a <= 1'b0;
    else if (o_next_data_clk_a)
        r_req_toggle_clk_a <= ~r_req_toggle_clk_a;   
  end
 always @(posedge i_clk_b or negedge i_rst_b)
  begin
    if (!i_rst_b) begin
        r_req_toggle_sync1 <= 1'b0;
        r_req_toggle_sync2 <= 1'b0;
    end
    else begin
        r_req_toggle_sync1 <= r_req_toggle_clk_a;
        r_req_toggle_sync2 <= r_req_toggle_sync1;
    end
  end
 always @(posedge i_clk_b or negedge i_rst_b)
  begin
    if (!i_rst_b)
        r_req_toggle_b <= 1'b0;
    else
        r_req_toggle_b <= r_req_toggle_sync2;
  end
 assign w_req_toggle_changed = r_req_toggle_b != r_req_toggle_sync2;
 always @(posedge i_clk_b or negedge i_rst_b)
  begin
    if (!i_rst_b)
        r_ack_toggle_clk_b <= 1'b0;
    else if (w_req_toggle_changed)
        r_ack_toggle_clk_b <= ~r_ack_toggle_clk_b;   
  end
 always @(posedge i_clk_a or negedge i_rst_a)
  begin
    if (!i_rst_a) begin
        r_ack_toggle_sync1 <= 1'b0;
        r_ack_toggle_sync2 <= 1'b0;
    end
    else begin
        r_ack_toggle_sync1 <= r_ack_toggle_clk_b;
        r_ack_toggle_sync2 <= r_ack_toggle_sync1;
    end
  end
 always @(posedge i_clk_a or negedge i_rst_a)
  begin
    if (!i_rst_a)
        r_ack_toggle_a <= 1'b0;
    else
        r_ack_toggle_a <= r_ack_toggle_sync2;
  end
 assign w_ack_match_req = r_ack_toggle_a == r_req_toggle_clk_a;
 assign o_next_data_clk_a = w_ack_match_req;
  always @(posedge i_clk_b or negedge i_rst_b)
  begin
    if (!i_rst_b)
       r_data_clk_b_sync <= 1'b0;
    else
       r_data_clk_b_sync <= r_data_clk_a; 
  end
  always @(posedge i_clk_b or negedge i_rst_b)
  begin
    if (!i_rst_b)
       r_data_clk_b <= 1'b0;
    else
       r_data_clk_b <= r_data_clk_b_sync; 
  end
 assign o_data_clk_b = r_data_clk_b;
endmodule
```
**./run.sh**
```bash
#!/bin/bash
# OpenROAD 26Q1-2900-gdf79404cd8, Yosys 0.63+post, stock flow scripts
make -C /OpenROAD-flow-scripts/flow DESIGN_CONFIG=/design/flow/config.mk WORK_HOME=/design/flow/orfs finish
```
==> results.yml <==
# synthesis and place-and-route metrics
status:
  outcome: "completed"
sta:
  setup_viol: 0
  rsz0062_at_grt: "true"
  fin_setup_tns_ns: 0
  clock-skew-final_ns: 0.003611
  slew_headroom: 0.8249
  maxSlewViolCount: 0
  finalHoldViolCount: 0
  hold_slack_ns: 0.2141
  worst_pin_slew_ns: 0.2619
cts:
  cts.sink_count: 11
  cts_tree: "built"
  path_clk_slew_ns: 0.05
global_route:
  antenna_found_initial: 0
  grt_pass1_vias: 211
  grt_max_degree: 7
  grt_pass1_wl_um: 986
  grt_usage: 0.02198
  grt-ovfl-total: 0
pwr:
  p_clk_frac: 0.485
  power_density_nw_per_um2: 1574
  comb_power_share: 0.026
  peakVddDrop_mv: 0.5523
  p_int_w: 0.0006284
  p_leak_nw: 0.1965
  finalPower_w: 0.0007758
  power_frac_seq: 0.489
  swShare: 0.1900
  p_sw_w: 0.0001474
floorplan:
  die_w_um: 80
  initial_utilization: 0.09267
  io_pins: 7
  core_um2: 3416
  die-area_um2: 6400
  rows: 21
  die_height_um: 80
place:
  dpl.cell_count: 68
  port-buffer-count: 5
  place_congestion: 0.6356
routing:
  first_iter_violations: 4
  diodes: 0
  routed_wl_um: 574
  wl_per_cell_um: 7.553
  route.antenna.remaining_nets: 0
  drc_errors: 0
  viasPerCell: 2.184
  vias: 166
  first_pass_iters: 2
worst_setup_path:
  slowest_delay_ns: 0.40
  cp-start-kind: "flip-flop"
  slowest_stage: "dfrtp_1"
  cp_max_fo: 2
  worst_setup_path_end_kind: "primary output"
  crit_family: "flip-flops"
  cp_num_buf_inv: 1
  arrival_ns: 0.95
  worstPathRequired_ns: 0.96
  crit_type: "reg -> out"
  path_cells: "xnor2_2, buf_2"
  reg2reg_setup_slack_ns: 0.07
finish:
  drive_above_1_share: 0.3667
  layout_top_cell: "dfrtp_1"
  finalNonFillerCells: 76
  layout_top_cells: "dfrtp_1 (11), clkbuf_4 (6), clkdlybuf4s50_1 (3), xnor2_1 (2), buf_4 (2)"
  syn_to_final_growth_pct: 55.73
logic_synthesis:
  synth_flops: 11
  ys_types: 4
  syn_inst: 16
  avgSynthCellArea_um2: 19.78
  ys_warn_count: 1
  ys_cells: 16
  synth.cell_area_um2: 316.6
  synth-seq-area-share: 0.8696
  ys_chip_area_um2: 316.6
job:
  cap_violations: 0
  tool_warnings: 28
min_path:
  hold_class: "in -> async"
## kinds of logic (layout without fill, tap and decap cells)
kind of cell	Yosys count	in the layout	share of synthesized area
buffers and inverters	1	15	0.01185
flip-flops	11	11	0.8696
XOR/XNOR	3	3	0.08302
multiplexers	1	1	0.03557
## worst register-to-register path, delay by kind of cell, from the launching register on
family | cells | cell delay, ns
flip-flops | 1 | 0.40
multiplexers | 1 | 0.28
XOR/XNOR | 1 | 0.19
buffers and inverters | 1 | 0.14
## cell type report
| type | instances | area (um^2) |
|---|---|---|
| fillers | 387 | 2923 |
| flip-flops and latches | 11 | 275.3 |
| repair buffers | 7 | 58.81 |
| well taps | 46 | 57.56 |
| multi-input cells | 4 | 48.80 |
| clock buffers | 7 | 48.80 |
| inverters | 1 | 3.754 |
## per-stage QoR
stage	cell area [um^2]	worst slack, ns	utilization
after detailed placement	431.7	-0.1535	0.1264
after floorplan	316.6	0.2237	-
after CTS	493.0	-0.008709	0.1443
final	493.0	0.01176	0.1443
after global placement	431.7	-0.1340	0.1264
after global routing	493.0	-0.04585	0.1443
## state kept, by name, summed over array words and instances, names as in the netlist
register,cells
r_ack_toggle_sync2,1
r_data_clk_b_sync,1
r_data_clk_b,1
r_ack_toggle_clk_b,1
r_data_clk_a,1
r_req_toggle_b,1
r_req_toggle_sync2,1
r_ack_toggle_a,1
r_req_toggle_sync1,1
r_req_toggle_clk_a,1
r_ack_toggle_sync1,1
## routing by layer
metal | GRT usage | share of wire | up-vias
met4 | 0.008803 | 0 | 0
li1 | - | - | 75
met5 | 0 | 0 | -
met2 | 0.01846 | 0.27 | 11
met1 | 0.02734 | 0.56 | 80
met3 | 0.02955 | 0.16 | 0
## what timing repair did
item | in CTS | in global routing
hold buffers | 0 | 0
gates resized | 6 | 0
buffers inserted | 2 | 0
pin swaps | 1 | 1
setup endpoints to repair | 3 | 1
## power groups by stage
stage	logic (W)	registers [W]	clock network (W)
4_1_cts	0.0000210	0.000379	0.000395
5_1_grt	0.0000231	0.000379	0.000423
6_report	0.0000203	0.000379	0.000376
## worst paths after layout
path,end,start,cells past startpoint
max,o_next_data_clk_a,r_req_toggle_clk_a,2
min,r_data_clk_a,i_rst_a,1
max reg2reg,r_data_clk_a,r_req_toggle_clk_a,3
min reg2reg,r_ack_toggle_a,r_ack_toggle_sync2,0
max in group clk1,r_ack_toggle_clk_b,r_ack_toggle_clk_b,2
max in group asynchronous,r_req_toggle_sync1,i_rst_b,1
min in group clk0,r_ack_toggle_a,r_ack_toggle_sync2,0
min in group clk1,r_req_toggle_sync2,r_req_toggle_sync1,0
## cell usage after synthesis (all sizes together)
library cell,n,area (um^2)
dfrtp,11,275.3
xnor2,3,26.28
inv,1,3.750
mux2,1,11.26
Power figures rest on the tool's default switching activity, not on a simulated workload.
