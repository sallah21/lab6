===== design/flow/run.sh =====
#!/bin/bash
# OpenROAD 26Q1-2900-gdf79404cd8, Yosys 0.63+post, stock flow scripts
make -C /OpenROAD-flow-scripts/flow DESIGN_CONFIG=/design/flow/config.mk WORK_HOME=/design/flow/orfs finish

===== design/flow/config.mk =====
export PLATFORM = sky130hd
export DESIGN_NAME = req_ack_synch
export DESIGN_NICKNAME = req_ack_synch
export VERILOG_FILES = /design/flow/design.v
export SDC_FILE = /design/flow/constraint.sdc
export NUM_CORES = 4
export LEC_CHECK = 1
export CORE_AREA = 10 10 104 104
export DIE_AREA = 0 0 114 114

===== design/flow/constraint.sdc =====
current_design req_ack_synch

set clk_period 1.2
set clk_io_pct 0.2

create_clock -name clk0 -period $clk_period [get_ports {i_clk_a}]
create_clock -name clk1 -period $clk_period [get_ports {i_clk_b}]

set non_clock_inputs [all_inputs -no_clocks]
set_input_delay [expr $clk_period * $clk_io_pct] -clock clk0 $non_clock_inputs
set_output_delay [expr $clk_period * $clk_io_pct] -clock clk0 [all_outputs]

===== design/flow/design.v =====
module req_ack_receiver #
(
  parameter DATA_WIDTH = 1
)
(
  input                       i_clk,
  input                       i_rst,  
  input                       i_req,
  output                      o_ack,
  input  [(DATA_WIDTH-1):0]   i_data,
  output                      o_valid,
  input                       i_ready,
  output  [(DATA_WIDTH-1):0]  o_data
);
 parameter FSM_A_SIZE = 2;  
 localparam REQ_WAIT_1 = 2'd0;  
 localparam READY      = 2'd1;  
 localparam REQ_WAIT_0 = 2'd2;  
 reg [(FSM_A_SIZE-1):0] r_state;
 reg [(FSM_A_SIZE-1):0] next_state;
 reg                     r_ack;
 reg  [(DATA_WIDTH-1):0] r_data;
 reg                     r_valid;
  always @ (*) 
    begin: FSM_COMBO
        case (r_state)
           REQ_WAIT_1: 
           begin
            next_state = REQ_WAIT_1;
            if (i_req == 1'b1) 
                begin
                    next_state = READY;
                end               
           end
           READY: 
           begin
            next_state = READY;
            if (i_ready && o_valid) 
                begin
                    next_state = REQ_WAIT_0;
                end     
           end
           REQ_WAIT_0: 
           begin
            next_state = REQ_WAIT_0;
            if (i_req == 1'b0)  
                begin
                    next_state = REQ_WAIT_1;
                end 
           end
           default: 
           begin
            next_state = REQ_WAIT_1;
           end
        endcase
    end
   always @(posedge i_clk or negedge i_rst)
   begin: FSM_SEQ
    if (!i_rst)
        begin
            r_state <= REQ_WAIT_1;
        end    
    else
        begin 
            r_state <= next_state;
        end
   end 
   always @(posedge i_clk or negedge i_rst)
   begin: OUTPUT_LOGIC
    if (!i_rst)
        begin
            r_ack <= 1'b0;
            r_data <= {DATA_WIDTH{1'b0}};
            r_valid <= 1'b0;
        end    
    else
        begin
           case (next_state)
                      REQ_WAIT_1: 
                      begin  
                        r_ack   <= 1'b0;
                        r_data  <= r_data;
                        r_valid <= 1'b0;
                      end
                      READY: 
                      begin 
                        r_ack   <= 1'b0;
                        r_data <= i_data;
                        r_valid <= 1'b1;
                      end
                      REQ_WAIT_0: 
                      begin  
                        r_ack   <= 1'b1;
                        r_data  <= r_data;
                        r_valid <= 1'b0;
                      end
                      default: 
                      begin
                        r_ack <= 1'b0;
                        r_data <= r_data;
                        r_valid <= 1'b0;
                      end
                   endcase
        end
     end
 assign o_ack   = r_ack;
 assign o_valid = r_valid;
 assign o_data  = r_data;
endmodule
module req_ack_sender #
(
  parameter DATA_WIDTH = 1
)
(
  input                       i_clk,
  input                       i_rst,  
  input                       i_valid,
  output                      o_ready,
  input  [(DATA_WIDTH-1):0]   i_data,
  output                      o_req,
  input                       i_ack,
  output [(DATA_WIDTH-1):0]   o_data
);
 parameter  FSM_A_SIZE = 2;  
 localparam ACK_WAIT_0 = 2'd0;  
 localparam VALID      = 2'd1;  
 localparam CAPTURE    = 2'd2;  
 localparam ACK_WAIT_1 = 2'd3;  
 reg [(FSM_A_SIZE-1):0] r_state;
 reg [(FSM_A_SIZE-1):0] next_state;
 reg  r_req;
 reg  r_ready;
 reg [(DATA_WIDTH-1):0] r_data;
  always @ (*) 
    begin: FSM_COMBO
        case (r_state)
           ACK_WAIT_0: 
           begin
            next_state = ACK_WAIT_0;
            if (i_ack == 1'b0) 
                begin
                    next_state = VALID;
                end    
           end
           VALID: 
           begin
            next_state = VALID;
            if ((i_valid) && (i_ack == 1'b0) && (o_ready))
                begin
                    next_state = CAPTURE;
                end    
           end
           CAPTURE: 
           begin
            next_state = ACK_WAIT_1; 
           end
           ACK_WAIT_1: 
           begin
            next_state = ACK_WAIT_1;
            if (i_ack == 1'b1)
                begin
                    next_state = ACK_WAIT_0;
                end    
           end
           default: 
           begin
            next_state = ACK_WAIT_0;
           end
        endcase
    end
   always @(posedge i_clk or negedge i_rst)
   begin: FSM_SEQ
    if (!i_rst)
        begin
            r_state <= ACK_WAIT_0;
        end    
    else
        begin 
            r_state <= next_state;
        end
   end 
   always @(posedge i_clk or negedge i_rst)
   begin: OUTPUT_LOGIC
    if (!i_rst)
        begin
            r_req <= 1'b0;
            r_data <= {DATA_WIDTH{1'b0}};
            r_ready <= 1'b0;
        end    
    else
        begin
           case (next_state)
                      ACK_WAIT_0: 
                      begin  
                        r_req   <= 1'b0;
                        r_data  <= r_data;
                        r_ready <= 1'b0;
                      end
                      VALID: 
                      begin 
                        r_req   <= 1'b0;
                        r_data  <= r_data;
                        r_ready <= 1'b1;
                      end
                      CAPTURE: 
                      begin 
                        r_req   <= 1'b0;
                        r_data  <= i_data;
                        r_ready <= 1'b0;
                      end
                      ACK_WAIT_1: 
                      begin  
                        r_req   <= 1'b1;
                        r_data  <= r_data;
                        r_ready <= 1'b0;
                      end
                      default: 
                      begin
                        r_req   <= 1'b0;
                        r_data  <= {DATA_WIDTH{1'b0}};
                        r_ready <= 1'b0;
                      end
                   endcase
        end
     end
 assign o_ready = r_ready;
 assign o_req  = r_req;
 assign o_data = r_data;
endmodule
module req_ack_synch #
(
    parameter SYNCH_FF_LENGHT = 2,
    parameter DATA_WIDTH = 8          
)
(
  input                       i_rst,  
  input                       i_clk_a,
  input                       i_valid_clk_a,
  output                      o_ready_clk_a,
  input [(DATA_WIDTH-1):0]    i_data_clk_a,
  input                       i_clk_b,
  output                      o_valid_clk_b,
  input                       i_ready_clk_b,
  output [(DATA_WIDTH-1):0]   o_data_clk_b
);
 wire req_clk_a;
 wire ack_clk_b;
 wire [(DATA_WIDTH-1):0]   data_clk_a;
req_ack_sender #
(
    .DATA_WIDTH (DATA_WIDTH)
)
req_ack_sender_clk_a (
  .i_clk   (i_clk_a),
  .i_rst   (r_local_rst_a_sync),
  .i_valid (i_valid_clk_a),
  .o_ready (o_ready_clk_a),
  .i_data  (i_data_clk_a),
  .o_req   (req_clk_a),
  .i_ack   (ack_clk_a_sync), 
  .o_data  (data_clk_a)
);
req_ack_receiver #(
  .DATA_WIDTH (DATA_WIDTH)
)
req_ack_receiver_clk_b (
  .i_clk    (i_clk_b),
  .i_rst    (r_local_rst_b_sync ),
  .i_req    (req_clk_b_sync), 
  .o_ack    (ack_clk_b),
  .i_data   (data_clk_a),
  .o_valid  (o_valid_clk_b),
  .i_ready  (i_ready_clk_b), 
  .o_data   (o_data_clk_b)
);
reg ack_clk_a_ff_1;
reg ack_clk_a_ff_2;
wire ack_clk_a_sync;
assign ack_clk_a_sync = ack_clk_a_ff_2;
always @(posedge i_clk_a or negedge r_local_rst_a_sync) begin
  if (!r_local_rst_a_sync) begin
    ack_clk_a_ff_1 <= 1'b0;
    ack_clk_a_ff_2 <= 1'b0;
  end else begin
    ack_clk_a_ff_1 <= ack_clk_b;
    ack_clk_a_ff_2 <= ack_clk_a_ff_1;
  end
end 
reg req_clk_b_ff_1;
reg req_clk_b_ff_2;
wire req_clk_b_sync;
assign req_clk_b_sync = req_clk_b_ff_2;
always @(posedge i_clk_b or negedge r_local_rst_b_sync) begin
  if (!r_local_rst_b_sync) begin
    req_clk_b_ff_1 <= 1'b0;
    req_clk_b_ff_2 <= 1'b0;
  end else begin
    req_clk_b_ff_1 <= req_clk_a;
    req_clk_b_ff_2 <= req_clk_b_ff_1;
  end
end
reg ready_clk_a_ff_1;
reg ready_clk_a_ff_2;
wire ready_clk_a_sync;
assign ready_clk_a_sync = ready_clk_a_ff_2;
always @(posedge i_clk_a or negedge r_local_rst_a_sync) begin
  if (!r_local_rst_a_sync) begin
    ready_clk_a_ff_1 <= 1'b0;
    ready_clk_a_ff_2 <= 1'b0;
  end else begin
    ready_clk_a_ff_1 <= o_ready_clk_a;
    ready_clk_a_ff_2 <= ready_clk_a_ff_1;
  end
end 
  reg r_local_rst_a_ff1, r_local_rst_a_ff2;
  reg r_local_rst_b_ff1, r_local_rst_b_ff2;
  wire r_local_rst_a_sync;
  wire r_local_rst_b_sync;
  assign r_local_rst_a_sync = r_local_rst_a_ff2;
  assign r_local_rst_b_sync = r_local_rst_b_ff2;
  always @(posedge i_clk_a or negedge i_rst) begin
    if (!i_rst) begin
      r_local_rst_a_ff1 <= 1'b0;
      r_local_rst_a_ff2 <= 1'b0;
    end else begin
      r_local_rst_a_ff1 <= 1'b1;
      r_local_rst_a_ff2 <= r_local_rst_a_ff1;
    end
  end
  always @(posedge i_clk_b or negedge i_rst) begin
    if (!i_rst) begin
      r_local_rst_b_ff1 <= 1'b0;
      r_local_rst_b_ff2 <= 1'b0;
    end else begin
      r_local_rst_b_ff1 <= 1'b1;
      r_local_rst_b_ff2 <= r_local_rst_b_ff1;
    end
  end
endmodule

==> summary.txt <==
Implementation status.

- The TritonCTS clock tree is yes.
- Leaving out buffers and inverters, the combinational logic in the layout accounts for approximately 410 µm².
- The post-route non-filler standard cell count is about 240.
- The reported net switching power is about 1.0 mW.
- The count of pins over their slew limit is 0.
- The post-detailed-placement half-perimeter wirelength is slightly below 2 mm.
- Warnings reported by Yosys during synthesis add up to 3.
- The clock drives 35 sinks.
- On the final layout, the worst clock skew is between 0.005 and 0.006 ns.
- In the final report, the number of hold violations comes to 0.
- The number of top-level pins is 23.
- The number of fill cells is ~940.
- The number of cell instances after yosys synthesis is between 70 and 80.
- The residual antenna-violating net count after detailed routing is 0.
- The die is 114 µm tall.
- The area share of the leading cell type in the synthesized netlist is 65.7%.
- The arrival time reported for the critical path endpoint is ~1.7 ns.
- Sorting the Yosys area breakdown by cell type puts at the top sky130_fd_sc_hd__dfrtp_1.
- For reference, the critical path cell chain is nand4b_4 > or4_4 > mux2_4.
- The detailed placer reported the number of placed instances as around 220.
- The slowest stage cell on the critical path is sky130_fd_sc_hd__or4_4.
- The routability congestion estimate from global placement is roughly 0.69.
- The first global-routing pass estimated around 4.3 mm of wire.
- The final reports fail on setup timing.
- The number of distinct library cells after synthesis is 19.
- In this run the VDD rail shows a maximum IR drop of approximately 500 µV.
- The net switching fraction of the power is about a quarter.
- The report puts the cell count of the worst reg-to-reg path at 3.
- Between the synthesized netlist and the finished layout, the area growth was recorded as 53.6%.
- Among all stages on the critical path, the maximum delay recorded is between 0.5 and 0.6 ns.
- The sort of element at the end of the critical path is a register.
- The maximum fanout along the worst path is 8.
- The required time reported for the critical path endpoint is around 1.3 ns.
- The overflow left after global routing is 0.
- Cells with a size suffix above 1 make up 41.7% of the layout.
- The routed design ends up with an antenna cell count of 0.
- The routed length per instance is 11.1 µm.
- The mean post-synth cell area is between 15 and 20 µm².
- The setup check on the worst reg-to-reg path leaves a slack of -0.38 ns.
- The proportion of power drawn by the clock network is a little under 20%.
- The critical path startpoint category is a register.
- The post-synthesis cell area is around 1300 µm².
- Counting only logic cells after layout, the most numerous master is sky130_fd_sc_hd__dfrtp_1.
- After the first detailed-routing iteration, the DRC count stood at 25.
- STA lists the startpoint of the worst register-to-register path as ack_clk_a_ff_2.
- Setup repair after global routing could not meet its margin everywhere.
- The routed layout has 754 vias.
- The overall global routing resource usage is under 10%.
- The number of warning messages in the logs is 29.
- The post-placement worst setup slack is -0.675 ns.
- In the routed design, unresolved DRC markers number 0.
- By area the synthesized netlist is led by sky130_fd_sc_hd__dfrtp_1 66%, sky130_fd_sc_hd__mux2_4 9.6%, sky130_fd_sc_hd__mux2_2 7.2%, sky130_fd_sc_hd__dfstp_2 4.2%, sky130_fd_sc_hd__nand4b_4 1.9%.
- The count of buffers from port buffering is 21.
- In the floorplan report the effective utilization is 14.5%.
- In the layout the commonest cells are 32 x sky130_fd_sc_hd__dfrtp_1, 16 x sky130_fd_sc_hd__mux2_4, 16 x sky130_fd_sc_hd__buf_4, 10 x sky130_fd_sc_hd__dlygate4sd2_1, 9 x sky130_fd_sc_hd__clkdlybuf4s50_1.
- Dividing total power by cell area gives a power density of between 2000 and 2500 nW/µm².
- The width of the chip is around 110 µm.
- The initial antenna violation count is 0.
- The class of the tightest hold or removal check is register to async pin.
- The leakage power figure is between 0.9 and 1 nW.
- The first detailed-routing pass took 2 iterations.
- The power report attributes to the combinational group a share of between 30% and 40%.
- According to the floorplan report, the placeable core area is slightly below 9000 µm².
- Across the whole layout, storage elements account for approximately 880 µm².
- The worst setup path is of the register to register kind.
- After floorplanning, the die was sized to cover 13000 µm².
- The count of max-cap constraint violations is 0.
- The yosys stat chip area is about 1300 µm².
- Synthesis inferred 35 register bits.
- The end of the worst register-to-register path is req_ack_sender_clk_a.r_data[3].
- The average via count per standard cell is around 3.2.
- The number of instances in the synthesized netlist is approximately 77.
- The run finished, with violations left.
- The standard-cell row count is 34.
- After detailed routing, the total wire length is ~2.6 mm.
- In the post-route analysis, the smallest setup slack over all paths is -0.381 ns.
- The count of final setup violators is 16.
- Internal power comes to 3.16 mW.
- The clock slew seen by the registers of the worst setup and hold paths is approximately 0.07 ns.
- The register share of total power is around 45%.
- The number of buffers inserted for hold repair after clock tree synthesis is 0.
- The number of global-route vias before repair came to between 800 and 900.
- Entering global routing, the biggest net connects 17 pins.
- The sequential share of the synthesized area is a little over two thirds.
[how the worst max path moves through the flow]
| stage | slack [ns] | cells past startpoint | to | from |
|---|---|---|---|---|
| 6_report | -0.38 | 3 | req_ack_sender_clk_a.r_data[3] | ack_clk_a_ff_2 |
| 5_1_grt | -0.42 | 3 | req_ack_sender_clk_a.r_data[2] | ack_clk_a_ff_2 |
| 4_1_cts | -0.39 | 3 | req_ack_sender_clk_a.r_data[2] | ack_clk_a_ff_2 |
[registers in the layout, summed over array words and instances (netlist names)]
signal                          count
ack_clk_a_ff_2                      1
req_ack_sender_clk_a.r_ready        1
req_clk_b_ff_2                      1
req_ack_receiver_clk_b.r_valid      1
req_ack_sender_clk_a.r_data         8
req_ack_receiver_clk_b.r_ack        1
r_local_rst_a_ff1                   1
r_local_rst_a_ff2                   1
ack_clk_a_ff_1                      1
req_ack_sender_clk_a.r_req          1
r_local_rst_b_ff2                   1
req_ack_receiver_clk_b.r_state      3
r_local_rst_b_ff1                   1
req_clk_b_ff_1                      1
req_ack_sender_clk_a.r_state        4
req_ack_receiver_clk_b.r_data       8
[routing by layer]
| metal | track usage (%) | vias to the layer above | part of all wire, % |
|---|---|---|---|
| met1 | 5.91 | 377 | 47 |
| li1 | - | 359 | - |
| met5 | 0 | - | 0 |
| met2 | 5.62 | 16 | 45 |
| met4 | 1.50 | 0 | 2.1 |
| met3 | 1.59 | 2 | 5.8 |
[area by class of cell]
class | instances | share of cell area, %
Timing Repair Buffer | 42 | 20.7
Multi-Input combinational cell | 39 | 21.5
Tap cell | 108 | 7.00
Inverter | 3 | 0.584
Clock buffer | 8 | 4.67
Sequential cell | 35 | 45.6
[critical path: cells and delay by family (launching register included)]
kind | cells | cell delay (ns)
simple gates | 2 | 0.73
flops | 1 | 0.41
mux | 1 | 0.33
[power by group through the flow]
stage | combinational, mW | sequential, mW | clock [mW]
6_report | 1.48 | 1.87 | 0.826
5_1_grt | 1.61 | 1.93 | 0.916
4_1_cts | 1.53 | 1.87 | 0.867
[Yosys cell counts]
cell and instances:
sky130_fd_sc_hd__nand4b_4 1, sky130_fd_sc_hd__o21ai_0 1, sky130_fd_sc_hd__o21bai_1 1, sky130_fd_sc_hd__dfrtp_1 33, sky130_fd_sc_hd__mux2_4 8, sky130_fd_sc_hd__nand3_1 1
sky130_fd_sc_hd__nand2_1 5, sky130_fd_sc_hd__a21boi_0 1, sky130_fd_sc_hd__inv_1 3, sky130_fd_sc_hd__dfstp_2 2, sky130_fd_sc_hd__a32oi_2 1, sky130_fd_sc_hd__conb_1 1
sky130_fd_sc_hd__a21oi_1 1, sky130_fd_sc_hd__mux2_2 8, sky130_fd_sc_hd__or4_4 1, sky130_fd_sc_hd__buf_6 1, sky130_fd_sc_hd__nor2_1 5, sky130_fd_sc_hd__a21o_1 2
sky130_fd_sc_hd__a211oi_1 1
[timing repair]
item,4_1_cts,5_1_grt
setup buffers,10,3
setup endpoints to repair,26,19
pin swaps,1,1
gates resized,21,6
cloned,1,0
[through the flow]
stage	instance area, µm²	utilization [%]	power (mW)	hold slack, ns	TNS (ns)
floorplan	1310	-	2.52	-0.0556	-3.72
global placement	1720	19.8	3.14	0.183	-8.85
detailed placement	1720	19.8	3.17	0.181	-8.93
CTS	1920	22.1	4.26	0.181	-4.84
global route	1930	22.2	4.46	0.181	-4.91
finish	1930	22.2	4.17	0.173	-4.27
[kinds of logic after synthesis]
logic type / count (synthesis) / synth area share [%]
multiplexers: 16 / 16.7
AND-OR/OR-AND: 8 / 5.08
AND/OR/NAND/NOR: 13 / 6.17
other: 1 / 0.299
flip-flops: 35 / 69.9
buffers and inverters: 4 / 1.79
Power and IR drop assume default switching activity.
